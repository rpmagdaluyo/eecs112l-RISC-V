==> /design/flow/design.v <==
   module   full_adder_4bit (
      carry_in,
      data_a,
      data_b,
      sum,
      carry_out
    );
    parameter   reg_size = 4;
    input   logic                carry_in;
    input   logic [reg_size-1:0] data_a;
    input   logic [reg_size-1:0] data_b;
    output  logic [reg_size-1:0] sum;
    output  logic                carry_out;
    assign {carry_out,sum} = data_a + data_b + carry_in;
  endmodule
==> /design/flow/run.sh <==
#!/bin/bash
# OpenROAD 26Q1-2900-gdf79404cd8, Yosys 0.63+post, stock flow scripts
make -C /OpenROAD-flow-scripts/flow DESIGN_CONFIG=/design/flow/config.mk WORK_HOME=/design/flow/orfs finish
==> /design/flow/config.mk <==
export PLATFORM = sky130hd
export DESIGN_NAME = full_adder_4bit
export DESIGN_NICKNAME = full_adder_4bit
export VERILOG_FILES = /design/flow/design.v
export SDC_FILE = /design/flow/constraint.sdc
export NUM_CORES = 4
export LEC_CHECK = 1
export CORE_AREA = 10 10 70 70
export DIE_AREA = 0 0 80 80
==> /design/flow/constraint.sdc <==
current_design full_adder_4bit

set clk_period 3.8
set clk_io_pct 0.2

create_clock -name clk0 -period $clk_period

set non_clock_inputs [all_inputs -no_clocks]
set_input_delay [expr $clk_period * $clk_io_pct] -clock clk0 $non_clock_inputs
set_output_delay [expr $clk_period * $clk_io_pct] -clock clk0 [all_outputs]
==> results.py <==
# Synthesis and PnR figures
metrics = {
    "timing": {
        "final.period_utilization": 0.891,
        "slew_headroom": 0.895,
        "holdWs_ns": 2.59,
        "drv_slew": 0,
        "worst_slack_ns": 0.414,
        "setup_tns_ns": 0,
        "fin_crit_ns": 3.39,
        "setup_violations": 0,
        "rsz0062_at_grt": "false",
        "worst_pin_slew_ns": 0.156,
        "timing.fmax_mhz": 295,
        "final-hold-violation-count": 0,
    },
    "global_route": {
        "grt_overflow_total": 0,
        "grt_pass1_wl_um": 752,
        "track_usage": 0.0148,
        "grt_pass1_vias": 153,
        "antenna_found_initial": 0,
        "grt_max_degree": 4,
    },
    "yosys": {
        "synth_area_per_cell_um2": 8.99,
        "synth-cells-yosys": 16,
        "yosys_area_um2": 144,
        "syn_inst": 16,
        "synth_area_um2": 144,
        "synth_cell_types": 9,
        "ys_seq_share": 0,
        "ys_warn_count": 0,
    },
    "routing": {
        "dr_total_vias": 143,
        "final_antenna_net_count": 0,
        "diodes": 0,
        "wire_per_inst_um": 6.49,
        "routed_wl_um": 493,
        "dr.pass1.iters": 2,
        "dr.first_iter.drc_count": 2,
        "drc": 0,
        "vias_per_cell": 1.88,
    },
    "setup_path": {
        "critPathKind": "input port to output pin",
        "critPathMaxFanout": 2,
        "start_kind": "input port",
        "worstPathArrival_ns": 2.63,
        "worstSetupEndpointType": "output pin",
        "cp.required_ns": 3.04,
    },
    "final_layout": {
        "nFlopsAndLatches": 0,
        "final_util": 0.100,
        "drive_gt1_frac": 0.0333,
        "nClkBuffers": 0,
        "seq_area_um2": 0,
        "fin_cells": 76,
        "area_growth_pct": 137,
    },
    "placement": {
        "port_buffers": 14,
        "place_congestion": 0.763,
        "dp_hpwl_um": 476,
        "dp_cells": 76,
        "post-place-ws_ns": 0.394,
    },
    "min_path": {
        "hold_class": "input port to output pin",
        "hold_path_depth": 4,
        "whs_endpoint": "sum[3]",
        "min_from": "data_b[3]",
    },
    "floorplanning": {
        "die_area_mm2": 0.00640,
        "die_h_um": 80,
        "placementRows": 21,
        "io_pins": 14,
        "fp.dieW_um": 80,
        "initCoreUtil": 0.0421,
        "core_area_mm2": 0.00342,
    },
    "power": {
        "peakVddDrop_uv": 17.6,
        "pwr_density_cell_mw_per_mm2": 131,
        "p_leak_nw": 0.135,
    },
    "outcome": {
        "run_status": "finished clean",
    },
    "clock_tree": {
        "ctsHoldBuffers": 0,
        "postCtsSetupBuffers": 0,
        "cts_resized": 0,
    },
    "flow_run": {
        "drv_cap": 0,
        "tool_warnings": 35,
    },
}
==> power by group <==
group	total (mW)	internal, mW	switching, mW
logic	0.0448	0.0321	0.0128
registers	0	0	0
clock network	0	0	0
total	0.0448	0.0321	0.0128
==> worst max-delay path by stage <==
stage | startpoint | end | depth (start not counted) | slack, ns
after CTS | carry_in | carry_out | 8 | 0.39
after global routing | data_a[0] | carry_out | 8 | 0.27
final | carry_in | sum[1] | 6 | 0.41
==> area by class of cell <==
class                      instances  area, um2
fill                             396       3070
inverter                           4       15.0
tap                               46       57.6
multi-input combinational         12        129
timing repair buffer              14        140
==> cells in the mapped netlist <==
library cell	count	area [um2]
o21ai_0	1	5.00
xnor2_1	2	17.5
a21o_1	1	7.51
nor2b_1	1	6.26
nand2b_1	1	6.26
ha_1	3	37.5
inv_1	4	15.0
a21oi_2	1	8.76
fa_1	2	40.0
==> layer usage <==
| layer | vias up | track usage | share of wire |
|---|---|---|---|
| li1 | 78 | - | - |
| met1 | 53 | 0.0225 | 0.49 |
| met2 | 12 | 0.0169 | 0.28 |
| met3 | 0 | 0.0102 | 0.23 |
| met4 | 0 | 0 | 0 |
| met5 | - | 0 | 0 |
==> per-stage QoR <==
step           instance area (um2)  total power, mW
3_5_place_dp                   342           0.0459
5_1_grt                        342           0.0507
6_report                       342           0.0448
4_1_cts                        342           0.0462
3_3_place_gp                   342           0.0457
2_1_floorplan                  144           0.0141
==> logic make-up (layout without fill, tap and decap cells) <==
| logic type | Yosys count | count (layout) | synth area share |
|---|---|---|---|
| xor gates and xnor gates | 2 | 2 | 0.122 |
| buffers and inverters | 4 | 18 | 0.104 |
| AOI/OAI and AO/OA | 3 | 3 | 0.148 |
| adders and majority gates | 5 | 5 | 0.539 |
| and+or+nand+nor | 2 | 2 | 0.0870 |
==> cell usage in the layout (no fill, tap or decap) <==
cell type	n
a21oi_2	1
nor2b_1	1
inv_1	4
fa_1	2
ha_1	3
o21ai_0	1
xnor2_1	2
a21o_1	1
clkdlybuf4s50_1	14
nand2b_1	1
==> worst max-delay path: stages <==
cell and delay, ns:
clkdlybuf4s50_1 0.43, fa_1 0.44, inv_1 0.08, fa_1 0.40
inv_1 0.06, clkdlybuf4s50_1 0.46
Power and IR drop assume default switching activity.
